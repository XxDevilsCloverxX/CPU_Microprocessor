<file path="flow/design.v">
module register_file(
    input clk,
    input rw,
    input [4:0] d_addr,
    input [4:0] a_addr,
    input [4:0] b_addr,
    input [31:0] data,
    output [31:0] a_data,
    output [31:0] b_data
);
    reg [31:0] registers [31:0];
    assign a_data = registers[a_addr];
    assign b_data = registers[b_addr];
    always @(posedge clk) begin
        if (rw)
            registers[d_addr] <= data;
    end
endmodule
</file>
<file path="flow/run.sh">
#!/bin/bash
# OpenROAD 26Q1-2900-gdf79404cd8, Yosys 0.63+post, stock flow scripts
make -C /OpenROAD-flow-scripts/flow DESIGN_CONFIG=/design/flow/config.mk WORK_HOME=/design/flow/orfs finish
</file>
<file path="flow/config.mk">
export PLATFORM = sky130hd
export DESIGN_NAME = register_file
export DESIGN_NICKNAME = register_file
export VERILOG_FILES = /design/flow/design.v
export SDC_FILE = /design/flow/constraint.sdc
export NUM_CORES = 4
export LEC_CHECK = 1
export CORE_UTILIZATION = 30
</file>
<file path="flow/constraint.sdc">
current_design register_file

set clk_period 5.1
set clk_io_pct 0.2

create_clock -name clk0 -period $clk_period [get_ports {clk}]

set non_clock_inputs [all_inputs -no_clocks]
set_input_delay [expr $clk_period * $clk_io_pct] -clock clk0 $non_clock_inputs
set_output_delay [expr $clk_period * $clk_io_pct] -clock clk0 [all_outputs]
</file>
==> results.py <==
# Synthesis and PnR figures
metrics = {
    "route": {
        "antennaDiodeCount": 0,
        "via_count": 31061,
        "wire_per_inst_microns": 26.81,
        "avgViaCountPerCell": 5.386,
        "finalWirelength_mm": 154.6,
        "starting_drc_count_in_detailed_routing": 2110,
        "number_of_routed_nets_with_antenna_violations": 0,
        "route.detailed.drc": 0,
        "drtPass1Iterations": 7,
    },
    "floorplan": {
        "fp_util_pct": 30.32,
        "top_level_port_count": 113,
        "die-height_microns": 405.3,
        "core.rowCount": 147,
        "floorplan.core_area_sq_um": 160900,
        "die_size_sq_um": 164200,
        "fp.dieW_microns": 405.3,
    },
    "synthesis": {
        "proportion_of_synthesized_chip_area_in_sequential_cells_pct": 63.03,
        "syn_area_sq_um": 48790,
        "synth-cells-yosys": 3386,
        "synth.ff_latch_count": 1024,
        "synthesized_instance_count": 3386,
        "synthesis_area_per_yosys_sq_um": 48790,
        "yosysUniqueCellTypes": 23,
        "synth.avg_cell_area_sq_um": 14.41,
        "synthesis.yosys.warnings": 1,
    },
    "setup_path": {
        "critPathCaptureType": "primary output",
        "cp_data_arrival_time_ns": 3.82,
        "critical_path.max_stage_delay_ns": 0.76,
        "crit_type": "in -> out",
        "crit_path_top_delay_cell": "sky130_fd_sc_hd__clkdlybuf4s50_1",
        "path_cells": "clkdlybuf4s50_1, nor2b_4, buf_12, buf_12, a22o_1, nor3_1, a31oi_1, nand3_1, clkdlybuf4s50_1",
        "critical_path_cell_count": 9,
        "path_buffers": 4,
        "cp-start-kind": "input port",
        "critical_path.max_fanout": 41,
        "timing.critical_path.required_ns": 4.08,
        "critical-path-top-delay-family": "buffers and inverters",
    },
    "final_layout": {
        "area.growth.synth_to_final_pct": 16.82,
        "largest_register_ff_count": 1024,
        "fin_cells": 5767,
        "registers.top_by_ff_count": "registers",
        "post_route_cells_drive_above_1_share_pct": 10.20,
        "n_fill_cell": 15094,
        "largestRegisters": "registers x1024",
        "fin_util_pct": 35.41,
    },
    "final_timing": {
        "tightest_slew_ns": 0.9962,
        "unrepaired_setup_endpoints_after_global_routing": "false",
        "tns_ns": 0,
        "post-route-min-period_ns": 4.839,
        "setup_viol": 0,
        "fin_hold_viols": 0,
        "post-route-period-util_pct": 94.88,
        "holdWs_ns": 1.121,
        "drv_slew": 0,
        "worst_slew_margin_rel_pct": 33.43,
        "max_freq_mhz": 206.7,
    },
    "clocking": {
        "clock-sinks": 1024,
        "cts.path.max_buffers": 3,
        "cts_tree": "built",
        "cts_hold_repair.buffers": 0,
        "post_cts_resized": 0,
        "clock-root-buffer": "sky130_fd_sc_hd__clkbuf_16",
        "cts_setup_buffers": 0,
        "cts_inserted_buffers": 100,
        "clock_tree.htree_level_count": 3,
        "clk_pin_slew_ns": 0.06,
    },
    "placed_design": {
        "placed_cells_incl_taps": 5582,
        "numPortBuffers": 112,
        "gp_congestion": 0.8797,
        "hpwlAfterDp_mm": 88.42,
    },
    "global_routing": {
        "grt_antenna_before_repair": 8,
        "grt.overflow.total": 0,
        "wire_length_of_the_first_global_routing_pass_mm": 220.3,
        "grt.total_usage_pct": 19.59,
        "first_global_vias": 32137,
        "grt_max_degree": 64,
    },
    "worst_hold_path": {
        "hold_path_cell_cnt": 2,
        "worstHoldStart": "data[20]",
        "worstHoldEndpoint": "registers[24][20]",
        "hold_path_class": "in -> reg",
    },
    "power": {
        "total_power_mw": 18.89,
        "worst_ir_drop_vdd_uv": 245.0,
        "power_density_nw_per_um2": 331.4,
        "leakagePower_nw": 20.58,
    },
    "outcome": {
        "outcome": "completed",
    },
    "job": {
        "maxCapViolCount": 0,
        "stage_log_warnings": 26,
    },
}
[cells by family (layout without fill, tap and decap cells)]
group                  Yosys count  count (layout)  synth area share [%]
buffers and inverters          253             474                 3.211
AOI/OAI and AO/OA              576             576                 8.042
and+or+nand+nor                509             509                 4.714
DFF                           1024            1024                 63.03
muxes                         1024            1024                 21.01
[synth_stat cells]
| library cell | number | area, sq um |
|---|---|---|
| sky130_fd_sc_hd__a21oi_1 | 192 | 960.9 |
| sky130_fd_sc_hd__a22o_1 | 128 | 1121 |
| sky130_fd_sc_hd__a22oi_1 | 192 | 1441 |
| sky130_fd_sc_hd__a31oi_1 | 64 | 400.4 |
| sky130_fd_sc_hd__and2_1 | 2 | 12.51 |
| sky130_fd_sc_hd__buf_1 | 1 | 3.750 |
| sky130_fd_sc_hd__buf_2 | 70 | 350.3 |
| sky130_fd_sc_hd__buf_4 | 47 | 352.8 |
| sky130_fd_sc_hd__buf_6 | 45 | 506.7 |
| sky130_fd_sc_hd__clkbuf_1 | 86 | 322.8 |
| sky130_fd_sc_hd__clkbuf_4 | 4 | 30.03 |
| sky130_fd_sc_hd__edfxtp_1 | 1024 | 30750 |
| sky130_fd_sc_hd__mux2i_1 | 1024 | 10250 |
| sky130_fd_sc_hd__nand2_1 | 195 | 732.0 |
| sky130_fd_sc_hd__nand2b_1 | 4 | 25.02 |
| sky130_fd_sc_hd__nand3_1 | 194 | 970.9 |
| sky130_fd_sc_hd__nand3b_1 | 5 | 37.54 |
| sky130_fd_sc_hd__nor2_1 | 35 | 131.4 |
| sky130_fd_sc_hd__nor2b_1 | 4 | 25.02 |
| sky130_fd_sc_hd__nor3_1 | 64 | 320.3 |
| sky130_fd_sc_hd__or2_2 | 2 | 12.51 |
| sky130_fd_sc_hd__or3_1 | 1 | 6.260 |
| sky130_fd_sc_hd__or3b_2 | 3 | 26.28 |
[worst max-delay path by stage]
stage                 startpoint          to
after CTS              a_addr[2]  a_data[30]
after global routing   a_addr[2]  a_data[30]
final                  a_addr[2]  a_data[30]
[stage by stage]
step                setup WS (ns)  cell area, sq um
global placement           0.2662             53620
CTS                        0.2439             56990
detailed placement         0.2388             53620
finish                     0.2610             56990
floorplan                   1.646             48790
global route               0.1038             56990
[area by class of cell]
cell class	instances	area, sq um	share of cell area (%)
tap	2160	2703	4.742
clock inverter	61	763.2	1.339
sequential	1024	30750	53.95
clock buffer	124	2614	4.586
timing repair buffer	289	3386	5.941
multi-input combinational	2109	16780	29.44
[power by group]
part | internal (mW) | leakage [nW] | total [mW] | switching, mW
Clock | 4.41 | 1.63 | 7.68 | 3.27
Sequential | 9.36 | 9.22 | 9.40 | 0.0396
Combinational | 0.712 | 9.72 | 1.80 | 1.09
Total | 14.5 | 20.6 | 18.9 | 4.40
[per-layer routing]
layer,share of wire [%],routed length [microns],global-route usage (%),vias up
li1,-,-,-,13668
met3,14,21600,11.75,313
met2,46,70620,29.52,1686
met4,3.8,5935,6.174,22
met1,36,56210,23.69,15372
met5,0.17,256,0.7434,-
[cell usage in the layout (no fill, tap or decap)]
cell type,Yosys,final
sky130_fd_sc_hd__and2_4,0,2
sky130_fd_sc_hd__a22o_1,128,128
sky130_fd_sc_hd__nor3_1,64,64
sky130_fd_sc_hd__nand2_1,195,193
sky130_fd_sc_hd__buf_12,0,74
sky130_fd_sc_hd__or3_1,1,1
sky130_fd_sc_hd__clkinv_1,0,24
sky130_fd_sc_hd__nor2_1,35,1
sky130_fd_sc_hd__nand3_1,194,194
sky130_fd_sc_hd__clkinv_2,0,14
sky130_fd_sc_hd__a31oi_1,64,64
sky130_fd_sc_hd__edfxtp_1,1024,1024
sky130_fd_sc_hd__a21oi_1,192,192
sky130_fd_sc_hd__or3b_2,3,3
sky130_fd_sc_hd__bufinv_16,0,15
sky130_fd_sc_hd__nand2b_2,0,4
sky130_fd_sc_hd__nand3b_1,5,5
sky130_fd_sc_hd__buf_8,0,2
sky130_fd_sc_hd__or2_2,2,2
sky130_fd_sc_hd__clkbuf_1,86,23
sky130_fd_sc_hd__nor2_4,0,34
sky130_fd_sc_hd__a22oi_1,192,192
sky130_fd_sc_hd__buf_4,47,103
sky130_fd_sc_hd__clkbuf_16,0,101
sky130_fd_sc_hd__nor2b_4,0,4
sky130_fd_sc_hd__inv_6,0,2
sky130_fd_sc_hd__nand2_2,0,2
sky130_fd_sc_hd__clkdlybuf4s50_1,0,110
sky130_fd_sc_hd__clkinv_16,0,4
sky130_fd_sc_hd__mux2i_1,1024,1024
sky130_fd_sc_hd__clkinvlp_4,0,2
Power and IR drop assume default switching activity.
